<file path="/design/flow/run.sh">
#!/bin/bash
# OpenROAD 26Q1-2900-gdf79404cd8, Yosys 0.63+post, stock flow scripts
make -C /OpenROAD-flow-scripts/flow DESIGN_CONFIG=/design/flow/config.mk WORK_HOME=/design/flow/orfs finish
</file>
<file path="/design/flow/config.mk">
export PLATFORM = sky130hd
export DESIGN_NAME = alu
export DESIGN_NICKNAME = alu
export VERILOG_FILES = /design/flow/design.v
export SDC_FILE = /design/flow/constraint.sdc
export NUM_CORES = 4
export LEC_CHECK = 1
export CORE_UTILIZATION = 40
</file>
<file path="/design/flow/constraint.sdc">
current_design alu

set clk_period 15.4
set clk_io_pct 0.2

create_clock -name clk0 -period $clk_period

set non_clock_inputs [all_inputs -no_clocks]
set_input_delay [expr $clk_period * $clk_io_pct] -clock clk0 $non_clock_inputs
set_output_delay [expr $clk_period * $clk_io_pct] -clock clk0 [all_outputs]
</file>
<file path="/design/flow/design.v">
    `timescale 1ns / 1ps
module alu(
    input [4:0] ALU_CTR,
    input [31:0] SrcA,
    input [31:0] SrcB,
    input [4:0 ] shamt,
    output [31:0] AO_E,
	output over
    );
    wire[31:0] SRAV, SRA;
	wire[32:0] temp_add, temp_sub;
	assign SRAV = ($signed(SrcB)) >>> SrcA[4:0];
	assign SRA = ($signed(SrcB)) >>> (shamt);
	assign AO_E = (ALU_CTR == 5'b00000)? (SrcA & SrcB) :
                  (ALU_CTR == 5'b00001)? (SrcA | SrcB) :
				  (ALU_CTR == 5'b00010)? (SrcA + SrcB) : 
				  (ALU_CTR == 5'b00011)? (~(SrcA | SrcB)) :
				  (ALU_CTR == 5'b00100)? (SrcA ^ SrcB) :
				  (ALU_CTR == 5'b00110)? (SrcA - SrcB) :
				  (ALU_CTR == 5'b01001)? (SrcA < SrcB) :		
				  (ALU_CTR == 5'b01000)? ($signed(SrcA) < $signed(SrcB)) :
				  (ALU_CTR == 5'b01010)? (SrcB << shamt) :	
				  (ALU_CTR == 5'b01011)? (SrcB >> shamt) :	
				  (ALU_CTR == 5'b01100)? SRA :	
				  (ALU_CTR == 5'b01101)? (SrcB << SrcA[4:0]) :	
				  (ALU_CTR == 5'b01110)? (SrcB >> SrcA[4:0]) :	
				  (ALU_CTR == 5'b01111)? SRAV:	
									     (SrcA + SrcB);
	assign temp_add = {SrcA[31], SrcA} + {SrcB[31], SrcB};
	assign temp_sub = {SrcA[31], SrcA} - {SrcB[31], SrcB};
	assign over = (temp_add[32] != temp_add[31] && ALU_CTR == 5'b00010) || (temp_sub[32] != temp_sub[31] && ALU_CTR == 5'b00110);
endmodule
</file>
==> results.tsv <==
metric	value	unit
cts-stage hold buffer count	0	
via count of the first global-routing pass	17680	
proportion of total power due to net switching	64.93	%
Core Util, Final	45.53	%
placed instance count	2631	
synthesized chip area reported by yosys	13860	µm²
Overall Power	0.0007303	W
arrival time at the worst endpoint	9.44	ns
initial antenna violation count	9	
Total Routing Usage GR	51.93	%
transition time at the pin with the least slew margin	1.113	ns
ys cells	2184	
antenna-violating nets left	0	
leakage power of the design	6.284	nW
DIE WIDTH	188.1	µm
final setup violation count	0	
post-synth cell types	86	
Initial DRT Pass Iterations	9	
count of warning messages emitted by the tools	96	
sequential cell area fraction in the yosys report	0	%
sort of element at the end of the critical path	output pin	
aggregate routed wire length	92960	µm
total power divided by cell area	47.47	nW/µm²
post-route setup TNS	0	ns
status	complete, no violations	
Floorplan Utilization	41.02	%
count of boundary I/O pins	107	
die extent in y	188.1	µm
count of final hold-check violations	0	
Final min period	12.52	ns
worst vdd ir	0.02193	mV
detailed placer's ending HPWL	69460	µm
Crit path required time	12.32	ns
overall chip area	35390	µm²
max-slew headroom at the worst pin	25.82	%
internal power	0.0002561	W
Worst Setup Path Type	in2out	
number of maximum-capacitance violations	0	
tally of buffers added on design ports	107	
detailed router's first-iteration violation count	2914	
average cell area after synthesis	6.345	µm²
pin count of the biggest net entering global routing	49	
fraction of final layout cells sized beyond drive strength 1	7.742	%
Final Instance Count excl. Fillers	2633	
first-pass GRT wire length	130200	µm
global route total overflow	0	
number of flip-flops and latches	0	
switching pwr	0.0004742	W
RSZ-0062 raised after global routing	no	
vias per cell	7.379	
quantity of gates resized following cts	0	
number of instances on the worst hold path	4	
HP Class	in2out	
number of instances in the synthesized netlist	2184	
GPL Wtd Cong	1.241	
layout overhead on the synthesized area	11.00	%
core box area	33780	µm²
number of synthesis warnings	0	
post-layout period usage	81.27	%
mapped cell area	13860	µm²
Clock buffer cells	0	
area used by sequential logic in the layout	0	µm²
post-detailed-route DRC marker count	0	
crit path launch type	primary input	
total via count after detailed routing	19430	
std cell rows	67	
count of filler cells inserted in the layout	3477	
maximum clock frequency	79.90	MHz
area used by multi-input combinational logic	12690	µm²
Post-CTS Setup Inserts	0	
final-report max-slew violation count	0	
largest fanout on the critical path	10	
average wire per cell in the routed design	35.30	µm
path summary, 6_finish.rpt:
kind	end	slack, ns	from
max	AO_E[28]	2.88	SrcB[9]
min	AO_E[31]	7.11	ALU_CTR[1]
metal layers:
metal / wire [µm] / part of all wire [%] / up-vias / track usage, %
met5: 86 / 0.093 / - / 0
met4: 7271 / 7.8 / 12 / 29.46
met3: 15510 / 17 / 499 / 27.03
met2: 36690 / 39 / 1798 / 72.17
met1: 33390 / 36 / 8960 / 63.77
li1: - / - / 8159 / -
cell type report:
cell class         instances  share of cell area (%)
multi-input cells       1886                   82.49
repair buffers           200                   11.47
inverters                 97                   2.367
well taps                448                   3.644
diodes                     2                 0.03254
synth_stat cells (14+ instances only):
master | instances | area, µm²
sky130_fd_sc_hd__mux4_2 | 18 | 405.4
sky130_fd_sc_hd__o31ai_1 | 20 | 150.1
sky130_fd_sc_hd__o221ai_1 | 18 | 157.7
sky130_fd_sc_hd__ha_1 | 96 | 1201
sky130_fd_sc_hd__nand3_1 | 48 | 240.2
sky130_fd_sc_hd__inv_1 | 92 | 345.3
sky130_fd_sc_hd__nor2_1 | 204 | 765.7
sky130_fd_sc_hd__a21o_1 | 31 | 232.7
sky130_fd_sc_hd__nand2b_1 | 32 | 200.2
sky130_fd_sc_hd__o211ai_1 | 39 | 292.8
sky130_fd_sc_hd__buf_2 | 28 | 140.1
sky130_fd_sc_hd__nand2_1 | 247 | 927.1
sky130_fd_sc_hd__o21bai_1 | 17 | 127.6
sky130_fd_sc_hd__mux2i_1 | 167 | 1672
sky130_fd_sc_hd__o22ai_1 | 26 | 162.7
sky130_fd_sc_hd__a22oi_1 | 17 | 127.6
sky130_fd_sc_hd__mux2_2 | 18 | 202.7
sky130_fd_sc_hd__and2_1 | 15 | 93.84
sky130_fd_sc_hd__buf_1 | 14 | 52.55
sky130_fd_sc_hd__clkbuf_1 | 151 | 566.8
sky130_fd_sc_hd__o21ai_0 | 170 | 850.8
sky130_fd_sc_hd__a211oi_1 | 81 | 608.1
sky130_fd_sc_hd__a21oi_1 | 220 | 1101
sky130_fd_sc_hd__xnor2_1 | 43 | 376.6
sky130_fd_sc_hd__a311oi_1 | 19 | 166.4
sky130_fd_sc_hd__a31oi_1 | 43 | 269.0
sky130_fd_sc_hd__o21a_1 | 19 | 142.6
sky130_fd_sc_hd__nor3_1 | 50 | 250.2
critical path: stages:
cell,delay (ns)
sky130_fd_sc_hd__clkdlybuf4s50_1,0.95
sky130_fd_sc_hd__inv_1,0.37
sky130_fd_sc_hd__ha_1,0.57
sky130_fd_sc_hd__nand2_1,0.22
sky130_fd_sc_hd__o311ai_0,0.40
sky130_fd_sc_hd__a221oi_1,0.23
sky130_fd_sc_hd__o31ai_1,0.75
sky130_fd_sc_hd__a31oi_1,0.31
sky130_fd_sc_hd__o221ai_1,0.28
sky130_fd_sc_hd__a21oi_1,0.13
sky130_fd_sc_hd__xnor2_1,0.48
sky130_fd_sc_hd__o211ai_1,0.14
sky130_fd_sc_hd__a311oi_1,0.67
sky130_fd_sc_hd__o22ai_1,0.30
sky130_fd_sc_hd__clkdlybuf4s50_1,0.53
per-stage QoR:
step	hold WS [ns]	setup slack (ns)	instance area, µm²
2_1_floorplan	6.438	5.730	13860
3_3_place_gp	7.109	3.159	15370
3_5_place_dp	7.080	3.341	15380
4_1_cts	7.094	3.332	15380
5_1_grt	7.130	2.954	15380
6_report	7.110	2.884	15380
layout by cell type (no fill, tap or decap), types with 50 or more instances in the layout:
| cell | synthesis | routed |
|---|---|---|
| sky130_fd_sc_hd__a211oi_1 | 81 | 81 |
| sky130_fd_sc_hd__a21oi_1 | 220 | 220 |
| sky130_fd_sc_hd__buf_4 | 6 | 95 |
| sky130_fd_sc_hd__clkdlybuf4s50_1 | 0 | 105 |
| sky130_fd_sc_hd__ha_1 | 96 | 96 |
| sky130_fd_sc_hd__inv_1 | 92 | 92 |
| sky130_fd_sc_hd__mux2i_1 | 167 | 167 |
| sky130_fd_sc_hd__nand2_1 | 247 | 247 |
| sky130_fd_sc_hd__nor2_1 | 204 | 202 |
| sky130_fd_sc_hd__nor3_1 | 50 | 50 |
| sky130_fd_sc_hd__o21ai_0 | 170 | 170 |
cell families (layout without fill, tap and decap cells):
family,after synthesis,after routing,synth area share [%]
AND/OR/NAND/NOR,664,664,21.32
XOR/XNOR,52,52,3.286
multiplexers,204,204,16.55
AND-OR/OR-AND,868,868,41.30
other,0,2,0
buffers and inverters,298,297,8.595
adder cells (fa/ha/maj),98,98,8.956
Power is estimated from default activity; no workload was simulated.
