### flow/design.v
`timescale 1ns / 1ps
module reg_flow(
    input clk,
    input reset,
    input clr,
    input en,
    input [31:0] PC_I,
    input [31:0] PC4_I,
    input [31:0] PC8_I,
    input [31:0] IR_I,
    input [31:0] RF_RS_I,
    input [31:0] RF_RT_I,
    input [31:0] IMM_EXT_I,
    input [31:0] AO_I,
    input [31:0] RDATA_I,
    input ALUB_SEL_I,
    input [4:0] ALU_CTR_I,
    input DM_REN_I,
    input DM_WEN_I,
    input [1:0] WD3_SEL_I,
    input REG_WEN_I,
    input [44:0] Data_Hazard_I,
    input [4:0] A3_I,
    input [2:0] CMP_CTR_I,
    input [1:0] S_SEL_I,
    input [2:0] LD_CTR_I,
    input [2:0] MD_OP_I, 
    input start_I,
    input [31:0] AO_SEL_I,
    input BJ_I,
    input eret_I,
    input break_I,
    input syscall_I,
    input CP_WEN_I,
    input AC_SEL_I,
    input RI_I,
    input Overable_I,
    input over_I,
    input isIR_I,
    output reg [31:0] PC_O,
    output reg [31:0] PC4_O,
    output reg [31:0] PC8_O,
    output reg [31:0] IR_O,
    output reg [31:0] RF_RS_O,
    output reg [31:0] RF_RT_O,
    output reg [31:0] IMM_EXT_O,
    output reg [31:0] AO_O,
    output reg [31:0] RDATA_O,
    output reg ALUB_SEL_O,
    output reg [4:0] ALU_CTR_O,
    output reg DM_REN_O,
    output reg DM_WEN_O,
    output reg [1:0] WD3_SEL_O,
    output reg REG_WEN_O,
    output reg [44:0] Data_Hazard_O,
    output reg [4:0] A3_O,
    output reg [2:0] CMP_CTR_O,
    output reg [1:0] S_SEL_O,
    output reg [2:0] LD_CTR_O,
    output reg [2:0] MD_OP_O,
    output reg start_O,
    output reg AO_SEL_O,
    output reg BJ_O,
    output reg eret_O,
    output reg break_O,
    output reg syscall_O,
    output reg CP_WEN_O,
    output reg AC_SEL_O,
    output reg RI_O,
    output reg Overable_O,
    output reg over_O,
    output reg isIR_O
    );
    always @(posedge clk)
        if(reset || clr) begin
            PC_O <= 32'd0;
            PC4_O <= 32'd0;
            PC8_O <= 32'd0;
            IR_O <= 32'd0;
            RF_RS_O <= 32'd0;
            RF_RT_O <= 32'd0;
            IMM_EXT_O <= 32'd0;
            AO_O <= 32'd0;
            RDATA_O <= 32'd0;
            ALUB_SEL_O <= 0;  
            ALU_CTR_O <= 0;  
            DM_REN_O <= 0;    
            DM_WEN_O <= 0;    
            WD3_SEL_O <= 0;  
            REG_WEN_O <= 0;  
            Data_Hazard_O <= 45'd0; 
            A3_O <= 5'd0;
            CMP_CTR_O <= 3'd0;
            S_SEL_O <= 2'd0;
            LD_CTR_O <= 3'd0;
            MD_OP_O <= 3'd0;
            start_O <= 1'd0;
            AO_SEL_O <= 32'd0;
            BJ_O <= 1'b0;
            eret_O <= 1'b0;
            break_O <= 1'b0;
            syscall_O <= 1'b0;
            CP_WEN_O <= 1'b0;
            AC_SEL_O <= 1'b0;
            RI_O <= 1'b0;
            Overable_O <= 1'b0;
            over_O <= 1'b0;     
            isIR_O <= 1'b0;   
        end
        else if(en) begin
            PC_O <= PC_I;
            PC4_O <= PC4_I;
            PC8_O <= PC8_I;
            IR_O <= IR_I;
            RF_RS_O <= RF_RS_I;
            RF_RT_O <= RF_RT_I;
            IMM_EXT_O <= IMM_EXT_I;
            AO_O <= AO_I;
            RDATA_O <= RDATA_I;
            ALUB_SEL_O <= ALUB_SEL_I;  
            ALU_CTR_O <= ALU_CTR_I;  
            DM_REN_O <= DM_REN_I;    
            DM_WEN_O <= DM_WEN_I;    
            WD3_SEL_O <= WD3_SEL_I;  
            REG_WEN_O <= REG_WEN_I;  
            Data_Hazard_O <=Data_Hazard_I; 
            A3_O <= A3_I;   
            CMP_CTR_O <= CMP_CTR_I;
            S_SEL_O <= S_SEL_I;
            LD_CTR_O <= LD_CTR_I;
            MD_OP_O <= MD_OP_I;
            start_O <= start_I;
            AO_SEL_O <= AO_SEL_I;
            BJ_O <= BJ_I;
            eret_O <= eret_I;
            break_O <= break_I;
            syscall_O <= syscall_I;
            CP_WEN_O <= CP_WEN_I;
            AC_SEL_O <= AC_SEL_I;
            RI_O <= RI_I;
            Overable_O <= Overable_I;
            over_O <= over_I;     
            isIR_O <= isIR_I;   
        end
endmodule
### flow/constraint.sdc
current_design reg_flow

set clk_period 9.5
set clk_io_pct 0.2

create_clock -name clk0 -period $clk_period [get_ports {clk}]

set non_clock_inputs [all_inputs -no_clocks]
set_input_delay [expr $clk_period * $clk_io_pct] -clock clk0 $non_clock_inputs
set_output_delay [expr $clk_period * $clk_io_pct] -clock clk0 [all_outputs]
### flow/config.mk
export PLATFORM = sky130hd
export DESIGN_NAME = reg_flow
export DESIGN_NICKNAME = reg_flow
export VERILOG_FILES = /design/flow/design.v
export SDC_FILE = /design/flow/constraint.sdc
export NUM_CORES = 4
export LEC_CHECK = 1
export CORE_AREA = 10 10 365 365
export DIE_AREA = 0 0 375 375
### flow/run.sh
#!/bin/bash
# OpenROAD 26Q1-2900-gdf79404cd8, Yosys 0.63+post, stock flow scripts
make -C /OpenROAD-flow-scripts/flow DESIGN_CONFIG=/design/flow/config.mk WORK_HOME=/design/flow/orfs finish
==> results.json <==
{
  "final-comb-area_mm2": 0.00513,
  "slowest_delay_ns": 0.70,
  "cts_buffers": 44,
  "r2r-end": "RF_RS_O[15]$_SDFFE_PP0P_",
  "setup_viol": 0,
  "ctsResizeCount": 0,
  "drive_above_1_share_pct": 4.10,
  "fin_crit_ns": 4.32,
  "worstPathRequired_ns": 9.95,
  "numPortBuffers": 747,
  "netlist_top_cells_area": "dfxtp_1, mux2i_1, nor2_1",
  "fillerInstances": 13700,
  "via_count": 11000,
  "viasPerCell": 3.05,
  "internal_power_mw": 2.89,
  "status": "completed",
  "holdPathStages": 2,
  "htree_levels": 2,
  "startpoint_type": "input pin",
  "hp-start": "Data_Hazard_O[10]$_SDFFE_PP0P_",
  "synth-xor-area-share_pct": 0,
  "die_h_um": 375,
  "grt_pass1_wl_um": 78400,
  "overflow": 0,
  "final_max_slew_viol_count": 0,
  "power_density_mw_per_mm2": 159,
  "post_cts_buffers": 0,
  "core-area_mm2": 0.125,
  "combinationalPowerShare_pct": 11.9,
  "hp-class": "reg -> reg",
  "rsz0062_at_grt": "false",
  "ios": 779,
  "mux_share_pct": 28.5,
  "clock_sinks": 372,
  "drv_cap": 0,
  "grt_max_degree": 117,
  "tns_ns": 0,
  "drc": 0,
  "power_frac_seq_pct": 43.4,
  "syn_inst": 1201,
  "drt_iter0_markers": 382,
  "peakVddDrop_uv": 120,
  "end_kind": "flip-flop",
  "cts.path.max_buffers": 3,
  "tool_warnings": 59,
  "crit_chain": "clkdlybuf4s50_1 > or2_4 > buf_4 > buf_4 > buf_4 > nor2_1",
  "power.switching_uw": 885,
  "largest-register": "Data_Hazard_O",
  "finClkSkew_ns": 0,
  "regArea_mm2": 0.00745,
  "simple_gate_share_pct": 10.7,
  "largest_reg_flops": 45,
  "slowest_stage": "buf_4",
  "drtAntennaViolNets": 0,
  "fp_util_pct": 10.4,
  "ys_warn_count": 1,
  "cp_max_fo": 67,
  "routed_wirelength_um": 54800,
  "grt_use_total_pct": 7.36,
  "place_area_mm2": 0.0222,
  "fin_area_mm2": 0.0237,
  "timing.fmax_mhz": 231,
  "cts_hold_buf": 0,
  "path_class": "in -> reg",
  "ys_cells": 1201,
  "cts_tree": "built",
  "clk_pin_slew_ns": 0.06,
  "syn_to_final_growth_pct": 81.2,
  "holdPathEnd": "Data_Hazard_O[10]$_SDFFE_PP0P_",
  "firstDrtPassIters": 4,
  "r2r_start": "RF_RS_O[15]$_SDFFE_PP0P_",
  "rr_worst_depth": 2,
  "clock-root-buffer": "clkbuf_16",
  "hold_violations": 0,
  "top_logic_kind": "multiplexers",
  "critical_path.most_common_cell": "buf_4",
  "die_area_mm2": 0.141,
  "yosysTopAreaCellShare_pct": 57.0,
  "leakage_nw": 9.22,
  "die_w_um": 375,
  "globalplace.congestion": 0.799,
  "grt_antenna_before_repair": 17,
  "max_slew_margin_pct": 46.9,
  "ys_sh_adder_pct": 0,
  "clock_latency_ns": 0.58,
  "yosysTopAreaCell": "dfxtp_1",
  "total_power_mw": 3.77,
  "grt_pass1_vias": 11400,
  "syn_avg_cell_area_um2": 10.9,
  "yosysUniqueCellTypes": 8,
  "ys_area_mm2": 0.0131,
  "ys_seq_share_pct": 57.0,
  "worstPathArrival_ns": 4.77,
  "p_sw_share_pct": 23.5,
  "r2r_slack_ns": 8.75,
  "dp_hpwl_um": 42400,
  "clockPowerShare_pct": 44.6,
  "ys_sh_aoi_pct": 0,
  "post_drt_wl_per_cell_um": 15.2,
  "ys_ff": 372,
  "tightestPinTransition_ns": 0.797,
  "netlist_area_mm2": 0.0131,
  "finalCritPeriodShare_pct": 45.5,
  "rows": 130
}
worst max-delay path by stage:
stage                  from                             to  slack, ns  depth (start not counted)
after CTS               clr          AO_SEL_O$_SDFFE_PP0P_       5.17                          6
after global routing  reset  Data_Hazard_O[6]$_SDFFE_PP0P_       4.99                          6
final                   clr     IMM_EXT_O[16]$_SDFFE_PP0P_       5.18                          6
stage by stage:
stage	std cells	hold WS, ns	setup WS [ns]	util (%)
floorplan	1201	0.437	6.70	-
global placement	3525	0.473	4.50	17.7
detailed placement	3525	0.478	4.51	17.7
CTS	3603	0.494	5.17	18.9
global route	3603	0.511	4.99	18.9
finish	3604	0.486	5.18	18.9
synth_stat cells:
master,instances
dfxtp_1,372
mux2i_1,372
nor2_1,372
buf_2,52
clkbuf_1,13
buf_6,10
buf_4,9
or2_1,1
per-layer routing:
metal / track usage, % / vias to the layer above / share of wire (%)
li1: - / 5421 / -
met1: 8.04 / 4941 / 37
met2: 12.4 / 510 / 47
met3: 3.78 / 98 / 12
met4: 2.14 / 26 / 3.5
met5: 0 / - / 0.29
power groups by stage:
stage / registers (mW) / clock network [mW] / logic [mW]
4_1_cts: 1.64 / 1.77 / 0.462
5_1_grt: 1.64 / 1.82 / 0.488
6_report: 1.64 / 1.68 / 0.450
layout make-up:
cell class              instances  share of cell area [%]
repair buffers                758                    32.1
well taps                    1650                    8.72
multi-input cells             745                    21.7
diodes                          1                  0.0106
clock buffers                  67                    5.52
clock inverters                11                   0.497
flip-flops and latches        372                    31.5
worst max-delay path: cells and delay by family:
kind                   cells  cell delay (ns)
buffers and inverters      4             2.12
AND/OR/NAND/NOR            2             0.64
cell families (layout without fill, tap and decap cells):
family,Yosys count,count (layout)
buffers and inverters,84,836
flip-flops,372,372
multiplexers,372,372
other,0,1
AND/OR/NAND/NOR,373,373
placed cells by master (no fill, tap or decap), drive strengths merged:
master / netlist / final
inv: 0 / 2
clkbuf: 13 / 67
buf: 71 / 12
bufinv: 0 / 1
or2: 1 / 1
clkdlybuf4s50: 0 / 746
nor2: 372 / 372
diode: 0 / 1
clkinv: 0 / 8
dfxtp: 372 / 372
mux2i: 372 / 372
Power is estimated from default activity; no workload was simulated.
