==> /design/flow/design.v <==
`timescale 1ns / 1ps
module mux_forward(
    input [31:0] RD1,
    input [31:0] PC8_E,
    input [31:0] PC8_M,
    input [31:0] PC8_R,
    input [31:0] AO_M,
    input [31:0] AO_R,
    input [2:0] F_RS_D,
    output [31:0] MF_RS_D,
    input [31:0] RD2,
    input [2:0] F_RT_D,
    output [31:0] MF_RT_D,
    input [31:0] RS_E,
    input [31:0] WD3,
    input [2:0] F_RS_E,
    output [31:0] MF_RS_E,
    input [31:0] RT_E,
    input [2:0] F_RT_E,
    output [31:0] MF_RT_E,
    input [31:0] RT_M,
    input [2:0] F_RT_M,
    output [31:0] MF_RT_M
    );
    assign MF_RS_D = (F_RS_D == 3'b001)? PC8_E:
                     (F_RS_D == 3'b010)? PC8_M:
                     (F_RS_D == 3'b011)? AO_M:
                     (F_RS_D == 3'b100)? PC8_R:
                     (F_RS_D == 3'b101)? AO_R:
                                         RD1;
    assign MF_RT_D = (F_RT_D == 3'b001)? PC8_E:
                     (F_RT_D == 3'b010)? PC8_M:
                     (F_RT_D == 3'b011)? AO_M:
                     (F_RT_D == 3'b100)? PC8_R:
                     (F_RT_D == 3'b101)? AO_R:
                                         RD2;
    assign MF_RS_E = (F_RS_E == 3'b001)? PC8_M:
                     (F_RS_E == 3'b010)? AO_M:
                     (F_RS_E == 3'b011)? PC8_R:
                     (F_RS_E == 3'b100)? AO_R:
                     (F_RS_E == 3'b101)? WD3:
                                         RS_E;
    assign MF_RT_E = (F_RT_E == 3'b001)? PC8_M: 
                     (F_RT_E == 3'b010)? AO_M: 
                     (F_RT_E == 3'b011)? PC8_R: 
                     (F_RT_E == 3'b100)? AO_R: 
                     (F_RT_E == 3'b101)? WD3:   
                                         RT_E;                                                                               
    assign MF_RT_M = (F_RT_M == 3'b001)? PC8_R: 
                     (F_RT_M == 3'b010)? AO_R: 
                     (F_RT_M == 3'b011)? WD3: 
                                         RT_M;
endmodule
==> /design/flow/run.sh <==
#!/bin/bash
# OpenROAD 26Q1-2900-gdf79404cd8, Yosys 0.63+post, stock flow scripts
make -C /OpenROAD-flow-scripts/flow DESIGN_CONFIG=/design/flow/config.mk WORK_HOME=/design/flow/orfs finish
==> /design/flow/config.mk <==
export PLATFORM = sky130hd
export DESIGN_NAME = mux_forward
export DESIGN_NICKNAME = mux_forward
export VERILOG_FILES = /design/flow/design.v
export SDC_FILE = /design/flow/constraint.sdc
export NUM_CORES = 4
export LEC_CHECK = 1
export CORE_AREA = 10 10 208 208
export DIE_AREA = 0 0 218 218
==> /design/flow/constraint.sdc <==
current_design mux_forward

set clk_period 6.4
set clk_io_pct 0.2

create_clock -name clk0 -period $clk_period

set non_clock_inputs [all_inputs -no_clocks]
set_input_delay [expr $clk_period * $clk_io_pct] -clock clk0 $non_clock_inputs
set_output_delay [expr $clk_period * $clk_io_pct] -clock clk0 [all_outputs]
==> COMMIT_EDITMSG <==
Add synthesis and place-and-route results

- The flow ran to the end, and the final reports show no timing, DRC or antenna violations.
- Crit Path Class: in2out
* Die Outline Area: 47,500 sq um
* DIE HEIGHT: 218 microns
- After the first detailed-routing iteration, the DRC count stood at 1,295.
- Count leader, synth: sky130_fd_sc_hd__a21oi_1
- The report gives the cell count of the worst hold path as 4.
- Yosys warnings: 0
- Data arrives at the worst endpoint at 3.88 ns.
* Buffers inserted by post-CTS timing repair: 0
* Met3 demand-to-capacity share in global routing: 6.88%
- The routed layout reports a DRC error count of 0.
- Wires add up to 70,100 microns.
- Largest fanout on the critical path: 38
- Summed over all cells, the static leakage comes to 0.00500 uW.
- Across all stage logs, warnings added up to 32.
- Worst vdd rail ir drop: 0.0495 mV
* Global-route met2 utilization: 45.5%
- Post-CTS repair ended up resizing 0 cells.
- Final min period: 5.16 ns
* Ratio of total power to cell area: 91.0 nW/um^2
- Initial antenna violation count: 9
- Kind of end point of the critical path: primary output
- Summing all multi-input logic gate instances after layout gives 7780 sq um.
- The type recorded for the worst min-delay path is in2out.
- The final hold violation count recorded for this run is 0.
- Grt total ovfl: 0
- Top-level port count: 527
* Final tally of max-slew violations: 0
* Synthesis-to-layout area growth: 61.2%
- After synthesis, the largest area contributor takes up 21.8% of total cell area.
- In this run the standard cell core region covers 38,700 sq um.
- Overall routing resource usage: 28.1%
* Cell count after synthesis: 1,352
- According to the timing report, the data required time at the worst endpoint equals 5.12 ns.
- Setup repair after global routing left no endpoint under its margin.
- End of the worst hold path: MF_RT_M[28]
* Post-synth area from yosys stat: 8620 sq um
- Cell types with the highest counts after synthesis: sky130_fd_sc_hd__a21oi_1 (376), sky130_fd_sc_hd__a22oi_1 (160), sky130_fd_sc_hd__nand2_1 (160)
* Number of flip-flops and latches: 0
- The number of global-route vias before repair came to 12.8k.
* Detailed-routing iteration count for the pre-antenna-repair pass: 7
- STA lists the startpoint of the worst hold path as RT_M[28].
- Dividing the synthesized area by the synthesized cell count gives 6.38 sq um.
- Number of clock buffers in the layout: 0
* Global-route wire length before repair: 97,300 microns
- The placement summary gives the final routability congestion estimate as 0.985.
- Post-layout period usage of the worst path: 80.6%
- On met1, the global router reports a usage of 37.1%.
- For this design, Yosys synthesis ends with a cell count of 1,352.
- The worst setup path is launched from an input pin.
* Die span in x: 218 microns
- Leading post-synthesis cells by cell area: sky130_fd_sc_hd__a21oi_1 (22%), sky130_fd_sc_hd__a22oi_1 (14%), sky130_fd_sc_hd__mux2_4 (13%)
- The detail route stage leaves a number of antenna-violating nets equal to 0.
- Once layout is complete, the utilization of the core stands at 35.9%.
- The mapped netlist covers 8620 sq um.
- In the final timing run, aggregate negative setup slack is 0 ns.
* Hold_buf cts: 0
* Avg WL per Cell: 31.1 microns
* Count of buffers inserted at the top-level ports: 527
- Largest area contributor in the synthesized netlist: sky130_fd_sc_hd__a21oi_1
* Sequential cell area in the final layout: 0 sq um
* Effective utilization at floorplan: 22.3%
* Vias per cell: 5.71
- GRT busiest layer: met2
* Detailed-route via count: 12.9k
* Fraction of final layout cells with drive strength greater than 1: 14.1%
- Counting distinct cell types in the post-synthesis netlist gives 20.
- The wire-length estimate of the detail-placed layout is 55,600 microns.
- The end-of-flow timing check tallies setup violations at 0.
* FILL cells: 4,126
- Entering global routing, the biggest net connects 66 pins.
- At the pin with the least slew margin, the transition time is 0.961 ns.
- The initialized floorplan defines 72 standard-cell rows.
- Count of max-cap constraint violations: 0
* Sequential element share of the synthesized area: 0%
- Achievable frequency: 194 MHz
- In this run the tightest slew margin relative to its limit is 35.8%.
## routing by layer
| layer | wire length [microns] | vias to the layer above |
|---|---|---|
| li1 | - | 5984 |
| met1 | 29000 | 6062 |
| met3 | 6700 | 84 |
| met4 | 1730 | 6 |
| met5 | 34 | - |
| met2 | 32600 | 755 |
## stage by stage
stage               hold slack [ns]  area, sq um  power, uW  setup WS [ns]  instances
floorplan                      2.59         8620        507           2.98       1352
global placement               3.47        13900       1260           1.35       2251
detailed placement             3.47        13900       1250           1.34       2251
CTS                            3.47        13900       1260           1.33       2251
global route                   3.49        13900       1350           1.20       2255
finish                         3.46        13900       1260           1.24       2256
## area by class of cell
cell class                      count  area share, %
Antenna cell                        5         0.0901
Multi-Input combinational cell   1174           56.0
Tap cell                          518           4.67
Timing Repair Buffer              559           39.2
## placed cells by master (no fill, tap or decap), types with 8 or more instances in the layout
| master | n |
|---|---|
| sky130_fd_sc_hd__a21oi_1 | 376 |
| sky130_fd_sc_hd__o21ai_0 | 60 |
| sky130_fd_sc_hd__nand2_1 | 160 |
| sky130_fd_sc_hd__mux2_4 | 72 |
| sky130_fd_sc_hd__buf_4 | 36 |
| sky130_fd_sc_hd__clkdlybuf4s50_1 | 512 |
| sky130_fd_sc_hd__a22oi_1 | 160 |
| sky130_fd_sc_hd__o21ai_1 | 100 |
| sky130_fd_sc_hd__mux2_2 | 88 |
| sky130_fd_sc_hd__o22ai_2 | 8 |
| sky130_fd_sc_hd__buf_2 | 11 |
| sky130_fd_sc_hd__nor2b_4 | 13 |
| sky130_fd_sc_hd__o22ai_1 | 120 |
| sky130_fd_sc_hd__a21oi_2 | 8 |
## worst max-delay path: stages
cell,delay [ns]
sky130_fd_sc_hd__buf_2,0.55
sky130_fd_sc_hd__nor2b_4,0.72
sky130_fd_sc_hd__buf_4,0.30
sky130_fd_sc_hd__a22oi_1,0.08
sky130_fd_sc_hd__o22ai_1,0.35
sky130_fd_sc_hd__clkdlybuf4s50_1,0.56
## cells by family (layout without fill, tap and decap cells)
logic type | after synthesis | count (layout) | share of synthesized area, %
other | 0 | 5 | 0
and+or+nand+nor | 177 | 177 | 8.20
AOI/OAI and AO/OA | 837 | 837 | 56.3
buffers and inverters | 178 | 559 | 11.5
muxes | 160 | 160 | 24.0
## how the worst max path moves through the flow
stage	startpoint	endpoint	slack, ns	depth (start not counted)
final	F_RT_E[1]	MF_RT_E[11]	1.24	6
after global routing	F_RT_E[1]	MF_RT_E[11]	1.20	6
after CTS	F_RT_E[1]	MF_RT_E[11]	1.33	6
## report_power, final
part	internal, uW	switching, uW
logic	652	612
registers	0	0
clock network	0.000105	0
No activity file was given, so power comes from the tool's default toggle rates.
